$ cat /design/flow/config.mk
export PLATFORM = sky130hd
export DESIGN_NAME = ALU
export DESIGN_NICKNAME = ALU
export VERILOG_FILES = /design/flow/design.v
export SDC_FILE = /design/flow/constraint.sdc
export NUM_CORES = 4
export LEC_CHECK = 1
export CORE_UTILIZATION = 30
$ cat /design/flow/run.sh
#!/bin/bash
# OpenROAD 26Q1-2900-gdf79404cd8, Yosys 0.63+post, stock flow scripts
make -C /OpenROAD-flow-scripts/flow DESIGN_CONFIG=/design/flow/config.mk WORK_HOME=/design/flow/orfs finish
$ cat /design/flow/constraint.sdc
current_design ALU

set clk_period 8.2
set clk_io_pct 0.2

create_clock -name clk0 -period $clk_period [get_ports {clk}]

set non_clock_inputs [all_inputs -no_clocks]
set_input_delay [expr $clk_period * $clk_io_pct] -clock clk0 $non_clock_inputs
set_output_delay [expr $clk_period * $clk_io_pct] -clock clk0 [all_outputs]
$ cat /design/flow/design.v
module ALU(input clk, 
            input [5:0] A_in, 
            input [5:0] B_in, 
            input instruction_in,
            input inst_load_en,
            input reset_instr,
            input reset_all,
            output reg [11:0] result
			    );
  wire qs3, qs2, qs1, qs0;
	localparam  ADD = 4'b1000, 
              SUBTRACT = 4'b1001, 
              MODULUS = 4'b1010, 
              MULTIPLY = 4'b1011,
              DIVIDE = 4'b1100,
              NOT = 4'b1101,
              AND = 4'b1110,
              OR = 4'b1111,
              XOR = 4'b0000,
              SHIFT_LEFT = 4'b0010,
              SHIFT_RIGHT = 4'b0001,
              GETOP = 4'b0100;
	reg [3:0] state;
	assign {qs3, qs2, qs1, qs0} = state;
  reg [3:0] opcode;
  reg [2:0] counter;
  reg [5:0] A;
  reg [5:0] B;   
  reg flag; 
	always @(posedge clk)
	begin
		if(reset_all) 
		begin
		    state <= GETOP;
		    A <= 6'bXXXXXX;
		    B <= 6'bXXXXXX;
        opcode <= 4'b0000;
        counter <= 2'b00;
        result <= 12'b000000000000;
        flag <= 0; 
		end
    else
    begin    
        case(state)
        GETOP:
        begin
            if (!reset_instr)
            begin
                counter <= 0;
            end
            else if (counter == 3'b100)
            begin
                A <= A_in;
                B <= B_in;
                case (opcode)
                  ADD:
                  begin
                    state <= ADD;
                  end
                  SUBTRACT:
                  begin
                    state <= SUBTRACT;
                  end
                  MODULUS:
                  begin
                    state <= MODULUS;
                  end
                  MULTIPLY:
                  begin
                    state <= MULTIPLY;
                  end
                  DIVIDE:
                  begin
                    state <= DIVIDE;
                  end 
                  NOT:
                  begin
                    state <= NOT;
                  end
                  AND:
                  begin
                    state <= AND;
                  end
                  OR:
                  begin
                    state <= OR;
                  end
                  XOR:
                  begin
                    state <= XOR;
                  end
                  SHIFT_LEFT:
                  begin
                    state <= SHIFT_LEFT;
                  end
                  SHIFT_RIGHT:
                  begin
                    state <= SHIFT_RIGHT;
                  end                                                                                                                                 
                endcase
            end
            else if (inst_load_en)
                        begin
                            if( ~flag) 
                                begin
                                    opcode[counter] <= instruction_in;
                                    counter <= counter + 1;
                                    flag <= 1;
                                end
                        end
            else if(~inst_load_en)
                    begin
                        flag <=0; 
                    end
        end
        ADD:
        begin
            result <= A + B;
            state <= GETOP;
        end
        SUBTRACT:
        begin
            result <= A - B;
            state <= GETOP;
        end
        MODULUS:
        begin
          result <= A % B;
          state <= GETOP;
        end
        MULTIPLY:
        begin
          result <= A * B;
          state <= GETOP;
        end
        DIVIDE:
        begin
          result <= A / B;
          state <= GETOP;
        end 
        NOT:
        begin
          result <= ~A;
          state <= GETOP;
        end
        AND:
        begin
          result <= A & B;
          state <= GETOP;
        end
        OR:
        begin
          result <= A | B;
          state <= GETOP;
        end
        XOR:
        begin
          result <= A ^ B;
          state <= GETOP;
        end
        SHIFT_LEFT:
        begin
          result <= A << B;
          state <= GETOP;
        end
        SHIFT_RIGHT:
        begin
          result <= A >> B;
          state <= GETOP;
        end        
        endcase
     end
	end 
endmodule
==> deck_impl_summary.md <==
Run Summary

Routing
  – Drt total wl: 25100 um
  – Remaining antenna violation count: 0
  – Vias/cell: 5.24
  – Met2 WL: 11400 um
  – Met3 Routed Length: 1390 um
  – First-pass DRT Iterations: 7
  – Post-DR wirelength/cell: 16.1 um
  – DR iter-0 viols: 498
  – Diodes inserted: 0
  – DR top layer: met4
  – Met1 WL: 11700 um
  – Drt drc: 0
  – Via Count: 8189

Flow run
  – Log Warnings: 45
  – Maxcap violations: 0

Critical path
  – CP arrival: 15.32 ns
  – WP data required: 8.43 ns
  – CP max stage delay: 0.51 ns
  – Worst R2R Path Depth: 85
  – CP delay by family, top: AND-OR/OR-AND gates
  – Bufs and invs on worst path: 18
  – Reg-to-reg startpoint: B[0]$_DFFE_PP_
  – Internal reg-to-reg setup slack: -6.89 ns
  – Most used cell, CP: buf_4
  – Path type of the worst setup path: flip-flop to flip-flop
  – RR Endpoint: result[11]$_SDFFE_PP0P_
  – CP Capture Type: flip-flop
  – Critical path's slowest cell: or4b_4
  – CP max FO: 6
  – Startpoint Class: flip-flop

Clock network
  – Clock Path Buffers: 2
  – H-tree levels: 2
  – Clock transition at the registers of the reported paths: 0.07 ns
  – CTS tree: yes
  – CTS Hold Bufs: 0
  – Total CTS buffers: 5
  – CTS root buf: clkbuf_16
  – Clk Latency, worst-skew pair: 0.30 ns
  – Clock Sinks: 44

Placement
  – Gpl congestion: 0.939
  – Placement-stage cell area: 9910 um2
  – Count of input and output buffers: 28
  – HPWL after DPL: 19000 um

Status
  – Status: finished with violations
  – Failing checks: negative setup slack

Synthesis
  – Synth top area cells: ha_1 17%, dfxtp_1 8.6%, fa_1 5.4%
  – Synth Seq Share: 0.134
  – Adder share: 0.221
  – Distinct cells, synth: 107
  – Simple Share, Synth: 0.215
  – Main logic family: AND-OR/OR-AND gates
  – Post-Synthesis Cells: 952
  – Avg Inst Size Synth: 7.85 um2
  – Mux share: 0.0535
  – Yosys stat chip area: 7480 um2
  – Register bit total from synthesis: 44
  – Aoi share: 0.276
  – Main flop type: dfxtp_1
  – Syn. warnings: 1
  – Asr flop ratio synth: 0
  – Post-synth top area cell: ha_1
  – Mapped cell area: 7480 um2
  – Number of flops mapped to enable cells by yosys: 12
  – Area leader share: 0.166
  – Top cells by count: 99 x ha_1, 99 x nor2_1, 80 x nand2_1, 75 x a21oi_1, 64 x inv_1
  – Yosys xor share: 0.0420
  – Yosys cell count: 952

Hold path
  – Worst hold start: flag$_SDFFE_PP0P_
  – Min-Delay Path Depth: 2
  – Hold worst-path end: flag$_SDFFE_PP0P_
  – Worst min path class: flip-flop to flip-flop

Floorplan
  – Core outline area: 24400 um2
  – Die Span X: 160 um
  – I/O pin count: 29
  – Die area: 25600 um2
  – Row cnt: 57
  – Die height: 160 um
  – Init Core Util: 0.307

Timing
  – FMAX: 0.0663 GHz
  – Final Slew Violations: 0
  – Finish-stage setup viols: 12
  – Cycle use final: 1.84
  – Final Critical Period: 15.09 ns
  – Worst Skew: 0.00972 ns
  – Worst Tran Pin Value: 0.767 ns
  – Final worst-path setup slack: -6.89 ns
  – Max-slew headroom: 0.488
  – RSZ-0062 raised after global routing: yes
  – Final hold violations: 0
  – Setup tns final: -81.08 ns

Power
  – Power per cell area: 310 nW/um2
  – P_leak: 5.02 nW
  – Peak supply drop: 0.352 mV

Finish
  – Post-route design area: 11000 um2
  – Share of layout cells above drive strength 1: 0.348
  – Filler instances: 2260
  – Syn-to-layout area delta: 47.1%

Global route
  – GRT Util Overall: 0.200
  – Vias in the first global route: 7906
  – Largest net degree at the start of global routing: 25
  – Initial antenna violation count: 0
  – Grt ovf: 0
  – First-pass GRT wire length: 40200 um
[kinds of logic (layout without fill, tap and decap cells)]
group	count (synthesis)	after routing
other	1	5
buffers and inverters	102	386
AND-OR/OR-AND	287	287
multiplexers	36	36
AND/OR/NAND/NOR	327	327
flip-flops	44	44
adder cells (fa/ha/maj)	120	120
XOR/XNOR	35	35
[worst max-delay path by stage]
stage | start | to | slack, ns | depth (start not counted)
4_1_cts | B[0]$_DFFE_PP_ | result[0]$_SDFFE_PP0P_ | -7.11 | 80
5_1_grt | B[0]$_DFFE_PP_ | result[5]$_SDFFE_PP0P_ | -7.74 | 88
6_report | B[0]$_DFFE_PP_ | result[11]$_SDFFE_PP0P_ | -6.89 | 85
[per-layer routing]
metal	vias up	global-route usage
met5	-	0
met4	0	0.0472
met3	52	0.0296
met2	243	0.325
met1	3805	0.284
li1	4089	-
[state kept, by name (all words and copies together) (netlist names)]
register	count
state	12
flag	1
A	6
B	6
counter	3
opcode	4
result	12
[through the flow]
step / worst slack, ns / instances / util / power (mW) / hold WS [ns]
6_report: -6.89 / 1564 / 0.451 / 3.41 / 0.480
3_5_place_dp: -7.25 / 1493 / 0.406 / 2.69 / 0.474
3_3_place_gp: -6.93 / 1493 / 0.406 / 2.68 / 0.462
5_1_grt: -7.74 / 1564 / 0.451 / 3.68 / 0.525
4_1_cts: -7.11 / 1544 / 0.433 / 3.16 / 0.485
2_1_floorplan: -7.66 / 956 / - / 1.71 / 0.448
[area by class of cell]
class,count,area [um2],area share
clock inverters,3,45.0,0.00410
clock buffers,5,125,0.0114
repair buffers,312,2440,0.222
well taps,324,405,0.0369
flip-flops and latches,44,1000,0.0910
multi-input cells,810,6720,0.611
inverters,66,258,0.0234
[worst reg2reg max path, delay by kind of cell, from the launching register on]
kind | cells | cell delay (ns)
adders and majority gates | 9 | 2.26
buffers and inverters | 18 | 2.14
AOI/OAI and AO/OA | 32 | 4.85
muxes | 7 | 1.94
DFF | 1 | 0.40
and+or+nand+nor | 19 | 3.46
[cell usage in the layout (no fill, tap or decap), drive strengths merged, types with 15 or more instances in the layout]
cell type	n
buf	284
nor2	100
nor3	31
inv	66
dfxtp	32
xnor2	20
a21oi	76
ha	99
clkdlybuf4s50	28
fa	20
a211oi	15
nand3	22
a21o	19
o21ai	42
nand2	80
o21a	19
xor2	15
mux2	23
[where the power goes]
group          internal, mW  switching, mW
Clock                 0.145         0.0909
Combinational          1.59           1.35
Sequential            0.228        0.00419
[what timing repair did]
item / 4_1_cts / 5_1_grt
setup buffers: 45 / 20
hold endpoints to repair: 0 / 0
setup endpoints to repair: 12 / 12
gates resized: 37 / 51
pin swaps: 45 / 61
Power is estimated from default activity; no workload was simulated.
