==> design/flow/design.v <==
module decoder(value, dig1, dig2, dig3, dig4);
input [11:0] value;
output [6:0] dig1, dig2, dig3, dig4;
assign dig1 = value / 1000;
assign dig2 = (value / 100) % 10;
assign dig3 = (value/ 10) % 10;
assign dig4 = value % 10;
endmodule
==> design/flow/run.sh <==
#!/bin/bash
# OpenROAD 26Q1-2900-gdf79404cd8, Yosys 0.63+post, stock flow scripts
make -C /OpenROAD-flow-scripts/flow DESIGN_CONFIG=/design/flow/config.mk WORK_HOME=/design/flow/orfs finish
==> design/flow/config.mk <==
export PLATFORM = sky130hd
export DESIGN_NAME = decoder
export DESIGN_NICKNAME = decoder
export VERILOG_FILES = /design/flow/design.v
export SDC_FILE = /design/flow/constraint.sdc
export NUM_CORES = 4
export LEC_CHECK = 1
export CORE_AREA = 10 10 88 88
export DIE_AREA = 0 0 98 98
==> design/flow/constraint.sdc <==
current_design decoder

set clk_period 16.7
set clk_io_pct 0.2

create_clock -name clk0 -period $clk_period

set non_clock_inputs [all_inputs -no_clocks]
set_input_delay [expr $clk_period * $clk_io_pct] -clock clk0 $non_clock_inputs
set_output_delay [expr $clk_period * $clk_io_pct] -clock clk0 [all_outputs]
==> results.toml <==
# physical design summary
[detailed_routing]
viasPerCell = 6.97
drt-initial-drc-count = 666
antenna_left = 0
drc_errors = 0
dr.pass1.iters = 5
diodes = 0
vias = 5253
wl_per_cell_um = 16.4
wl_um = 12400

[timing]
rsz0062_at_grt = "false"
fin_tns_setup_ns = 0
worst_pin_slew_ns = 0.846
min_period_over_period = 0.926
slew_headroom = 0.434
final_hold_viol_count = 0
fmax_ghz = 0.0646
period_minus_slack_ns = 15.47
setup_viol = 0
slew_viol_final = 0
whs_ns = 7.53

[setup_path]
critPathCaptureType = "output port"
arrival_ns = 12.13
worstPathRequired_ns = 13.36
timing_worst_setup_path_type = "in2out"
crit_family = "simple AND/OR/NAND/NOR gates"
cp_max_fo = 26
cpPeakStageDelay_ns = 0.83
slowest_stage = "clkdlybuf4s50_1"
critPathBufInv = 6
start_kind = "primary input"

[layout]
fillers = 418
drive_above_1_share = 0.109
syn_to_final_growth_pct = 5.79
final-seq-area_um2 = 0
seq_cell_count = 0
clock_buffers = 0

[clock_network]
cts_setup_buffers = 0
cts.hold.buffers_added = 0
cts_resized = 0

[synth]
synth_seq_share = 0
ys_types = 108
top_area_frac = 0.0609
area_leaders = "nand2_1, nor2_1, o21ai_0"
synth_area_leader_cell = "nand2_1"
common_cells = "nand2_1, nor2_1, o21ai_0"
ys_warn_count = 0
ys_cells = 680
synth_cells = 680
synth_dominant_cell_count = "nand2_1"
avgSynthCellArea_um2 = 6.61
synth_area_um2 = 4500
ys_chip_area_um2 = 4500

[run]
warnings = 38
max_cap_viol_count = 0

[hold_path]
hold_path.class = "in2out"

[power]
p_leak_nw = 1.74
power_density_nw_per_um2 = 103
vdd_drop_max_mv = 0.167

[floorplan]
die.size.y_um = 98
ioPinCount = 40
rows = 28
fp_util = 0.760
chip_area_um2 = 9600
die_x_um = 98
core_um2 = 5920

[global_route]
grt_use_total = 0.246
grt_max_degree = 29
overflow = 0
grt_pass1_vias = 4561
grt_pass1_wl_um = 21400
antenna_found_initial = 0

[place]
hpwl_um = 9610
routabilityCongestion = 1.05
io_buffers = 36

[status]
status = "finished clean"
[layout by cell type, fill, tap and decap left out, types with 7 or more instances in the layout]
cell / n
and2_1: 7
maj3_1: 7
nor2b_1: 8
nand3_1: 29
ha_1: 13
nor2_1: 66
a211oi_1: 13
nand2b_1: 12
a21o_1: 9
nand4_1: 9
nand2_1: 73
nor3_1: 19
a211o_1: 7
o21ai_0: 49
xnor2_1: 23
o31ai_1: 11
o211ai_1: 10
a31oi_1: 15
o21ai_1: 8
inv_1: 17
mux2i_1: 9
a21oi_1: 42
clkdlybuf4s50_1: 36
[path summary, 6_finish.rpt]
path              cells after the start     start      end
setup / recovery                     32  value[9]  dig3[5]
hold / removal                        2  value[0]  dig4[0]
[metal layers]
metal | routed length (µm) | part of all wire | vias up | track usage
met5 | 0 | 0 | - | 0
li1 | - | - | 2593 | -
met1 | 5590 | 0.45 | 2351 | 0.357
met4 | 221 | 0.018 | 0 | 0.0503
met3 | 1220 | 0.099 | 28 | 0.0455
met2 | 5360 | 0.43 | 281 | 0.371
[report_power, final]
part	leakage (nW)	internal, mW	switching [mW]
sequential	0	0	0
clock	0	0	0
combinational	1.74	0.227	0.261
total	1.74	0.227	0.261
[per-stage QoR]
stage | power, mW | instances | setup slack [ns] | utilization | area [µm²]
floorplan | 0.345 | 683 | 3.99 | - | 4510
global placement | 0.469 | 754 | 1.66 | 0.804 | 4760
detailed placement | 0.479 | 754 | 1.49 | 0.804 | 4760
CTS | 0.482 | 754 | 1.44 | 0.804 | 4760
global route | 0.539 | 754 | 0.408 | 0.804 | 4760
finish | 0.488 | 754 | 1.23 | 0.804 | 4760
[final cells by class]
type                            instances  area [µm²]  share of cell area
Multi-Input combinational cell        614        4170               0.876
Inverter                               23        88.8              0.0187
Tap cell                               75        93.8              0.0197
Timing Repair Buffer                   42         405              0.0852
[cell families after synthesis]
logic type | synth area share
compound gates | 0.427
xor+xnor | 0.0734
mux | 0.0381
fa+ha+maj | 0.0592
other cells | 0.000834
buf+inv | 0.0754
simple gates | 0.326
Power and IR drop assume default switching activity.
