**design/flow/run.sh**
```bash
#!/bin/bash
# OpenROAD 26Q1-2900-gdf79404cd8, Yosys 0.63+post, stock flow scripts
make -C /OpenROAD-flow-scripts/flow DESIGN_CONFIG=/design/flow/config.mk WORK_HOME=/design/flow/orfs finish
```
**design/flow/config.mk**
```make
export PLATFORM = sky130hd
export DESIGN_NAME = hash_top
export DESIGN_NICKNAME = hash_top
export VERILOG_FILES = /design/flow/design.v
export SDC_FILE = /design/flow/constraint.sdc
export NUM_CORES = 4
export LEC_CHECK = 1
export CORE_UTILIZATION = 50
```
**design/flow/constraint.sdc**
```tcl
current_design hash_top

set clk_period 25.9
set clk_io_pct 0.2

create_clock -name clk0 -period $clk_period [get_ports {CLK100MHZ}]

set non_clock_inputs [all_inputs -no_clocks]
set_input_delay [expr $clk_period * $clk_io_pct] -clock clk0 $non_clock_inputs
set_output_delay [expr $clk_period * $clk_io_pct] -clock clk0 [all_outputs]
```
**design/flow/design.v**
```verilog
`timescale 1ns / 1ps
module dummy(
    input clk,
    input rx_done,
    input tx_done,
    input [7:0] din,
    output reg [7:0] dout,
    output reg tx_en,
    output [3:0] o_led
    );
    parameter s_IDLE         = 3'b000;
    parameter s_GET_BITS     = 3'b001;
    parameter s_SEND_BITS    = 3'b010;
    parameter s_DONE         = 3'b011;
    parameter s_WAIT_DONE    = 3'b100;
    reg [2:0] state = 0;
    reg [7:0] data[199:0];
    reg [7:0] i;
    always @(posedge clk)
    begin
        case (state)
            s_IDLE:
            begin
                if (rx_done & din == 0)
                begin
                    state <= s_GET_BITS;
                end
                tx_en <= 0;
                i <= 0;
            end
            s_GET_BITS:
            begin
                if (i == 199 & rx_done)
                begin
                    state <= s_SEND_BITS;
                end
                if (i < 200 & rx_done)
                begin
                    i <= i+1;
                    data[i] <= din;
                    if (i == 199)
                    begin
                        i <= 0;
                    end
                end
            end
            s_SEND_BITS:
            begin
                state <= s_WAIT_DONE;
                dout <= data[199-31+i];
                tx_en <= 1;
            end
            s_WAIT_DONE:
            begin
                if (i == 31 & tx_done)
                begin
                    state <= s_DONE;
                end
                else if (tx_done)
                begin
                    state <= s_SEND_BITS;
                    i <= i+1;
                end
                tx_en <= 0;
            end
            s_DONE:
            begin
                tx_en <= 0;
                state <= s_IDLE;
            end
        endcase
    end
    assign o_led[0] = state == s_IDLE;
    assign o_led[1] = state == s_GET_BITS;
    assign o_led[2] = state == s_SEND_BITS;
    assign o_led[3] = state == s_DONE;
endmodule
`timescale 1ns / 1ps
module hash_top(
        input CLK100MHZ,
        input UART_TXD_IN,
        output [11:0] LED,
        output UART_RXD_OUT
    );
    wire [7:0] tx_data;
    wire rx_done, tx_done, tx_en;
    wire [7:0] rx_data;
    wire [3:0] tx_led;
    wire [3:0] rx_led;
    wire [3:0] dummy_led;
    assign LED[11:8] = tx_led;
    assign LED[3:0] = rx_led;
    assign LED[7:4] = dummy_led;
    uart_tx #(.CLKS_PER_BIT(25)) tx_inst(
        .i_Clock(CLK100MHZ),
        .i_Tx_DV(tx_en),
        .i_Tx_Byte(tx_data),
        .o_Tx_Active(),
        .o_Tx_Serial(UART_RXD_OUT),
        .o_Tx_Done(tx_done),
        .o_led(tx_led)
    );
    uart_rx #(.CLKS_PER_BIT(25)) rx_inst(
        .i_Clock(CLK100MHZ),
        .i_Rx_Serial(UART_TXD_IN),
        .o_Rx_DV(rx_done),
        .o_Rx_Byte(rx_data),
        .o_led(rx_led)
    );
    dummy dum_inst(
        .clk(CLK100MHZ),
        .rx_done(rx_done),
        .tx_done(tx_done),
        .din(rx_data),
        .dout(tx_data),
        .tx_en(tx_en),
        .o_led(dummy_led)
    );
endmodule
module uart_rx 
  #(parameter CLKS_PER_BIT = 868)
  (
   input        i_Clock,
   input        i_Rx_Serial,
   output       o_Rx_DV,
   output [7:0] o_Rx_Byte,
   output [3:0] o_led
   );
  parameter s_IDLE         = 3'b000;
  parameter s_RX_START_BIT = 3'b001;
  parameter s_RX_DATA_BITS = 3'b010;
  parameter s_RX_STOP_BIT  = 3'b011;
  parameter s_CLEANUP      = 3'b100;
  reg           r_Rx_Data_R = 1'b1;
  reg           r_Rx_Data   = 1'b1;
  reg [9:0]     r_Clock_Count = 0;
  reg [2:0]     r_Bit_Index   = 0;  
  reg [7:0]     r_Rx_Byte     = 0;
  reg           r_Rx_DV       = 0;
  reg [2:0]     r_SM_Main     = 0;
  always @(posedge i_Clock)
    begin
      r_Rx_Data_R <= i_Rx_Serial;
      r_Rx_Data   <= r_Rx_Data_R;
    end
  always @(posedge i_Clock)
    begin
      case (r_SM_Main)
        s_IDLE :
          begin
            r_Rx_DV       <= 1'b0;
            r_Clock_Count <= 0;
            r_Bit_Index   <= 0;
            if (r_Rx_Data == 1'b0)           
              r_SM_Main <= s_RX_START_BIT;
            else
              r_SM_Main <= s_IDLE;
          end
        s_RX_START_BIT :
          begin
            if (r_Clock_Count == (CLKS_PER_BIT-1)/2)
              begin
                if (r_Rx_Data == 1'b0)
                  begin
                    r_Clock_Count <= 0;   
                    r_SM_Main     <= s_RX_DATA_BITS;
                  end
                else
                  r_SM_Main <= s_IDLE;
              end
            else
              begin
                r_Clock_Count <= r_Clock_Count + 1;
                r_SM_Main     <= s_RX_START_BIT;
              end
          end  
        s_RX_DATA_BITS :
          begin
            if (r_Clock_Count < CLKS_PER_BIT-1)
              begin
                r_Clock_Count <= r_Clock_Count + 1;
                r_SM_Main     <= s_RX_DATA_BITS;
              end
            else
              begin
                r_Clock_Count          <= 0;
                r_Rx_Byte[r_Bit_Index] <= r_Rx_Data;
                if (r_Bit_Index < 7)
                  begin
                    r_Bit_Index <= r_Bit_Index + 1;
                    r_SM_Main   <= s_RX_DATA_BITS;
                  end
                else
                  begin
                    r_Bit_Index <= 0;
                    r_SM_Main   <= s_RX_STOP_BIT;
                  end
              end
          end  
        s_RX_STOP_BIT :
          begin
            if (r_Clock_Count < CLKS_PER_BIT-1)
              begin
                r_Clock_Count <= r_Clock_Count + 1;
                r_SM_Main     <= s_RX_STOP_BIT;
              end
            else
              begin
                r_Rx_DV       <= 1'b1;
                r_Clock_Count <= 0;
                r_SM_Main     <= s_CLEANUP;
              end
          end  
        s_CLEANUP :
          begin
            r_SM_Main <= s_IDLE;
            r_Rx_DV   <= 1'b0;
          end
        default :
          r_SM_Main <= s_IDLE;
      endcase
    end   
  assign o_Rx_DV   = r_Rx_DV;
  assign o_Rx_Byte = r_Rx_Byte;
  assign o_led[0] = r_SM_Main == s_IDLE;
  assign o_led[1] = r_SM_Main == s_RX_START_BIT;
  assign o_led[2] = r_SM_Main == s_RX_DATA_BITS;
  assign o_led[3] = r_SM_Main == s_RX_STOP_BIT;
endmodule  
module uart_tx 
  #(parameter CLKS_PER_BIT = 868)
  (
   input       i_Clock,
   input       i_Tx_DV,
   input [7:0] i_Tx_Byte, 
   output      o_Tx_Active,
   output reg  o_Tx_Serial,
   output      o_Tx_Done,
   output [3:0] o_led
   );
  parameter s_IDLE         = 3'b000;
  parameter s_TX_START_BIT = 3'b001;
  parameter s_TX_DATA_BITS = 3'b010;
  parameter s_TX_STOP_BIT  = 3'b011;
  parameter s_CLEANUP      = 3'b100;
  reg [2:0]    r_SM_Main     = 0;
  reg [9:0]    r_Clock_Count = 0;
  reg [2:0]    r_Bit_Index   = 0;
  reg [7:0]    r_Tx_Data     = 0;
  reg          r_Tx_Done     = 0;
  reg          r_Tx_Active   = 0;
  always @(posedge i_Clock)
    begin
      case (r_SM_Main)
        s_IDLE :
          begin
            o_Tx_Serial   <= 1'b1;          
            r_Tx_Done     <= 1'b0;
            r_Clock_Count <= 0;
            r_Bit_Index   <= 0;
            if (i_Tx_DV == 1'b1)
              begin
                r_Tx_Active <= 1'b1;
                r_Tx_Data   <= i_Tx_Byte;
                r_SM_Main   <= s_TX_START_BIT;
              end
            else
              r_SM_Main <= s_IDLE;
          end  
        s_TX_START_BIT :
          begin
            o_Tx_Serial <= 1'b0;
            if (r_Clock_Count < CLKS_PER_BIT-1)
              begin
                r_Clock_Count <= r_Clock_Count + 1;
                r_SM_Main     <= s_TX_START_BIT;
              end
            else
              begin
                r_Clock_Count <= 0;
                r_SM_Main     <= s_TX_DATA_BITS;
              end
          end  
        s_TX_DATA_BITS :
          begin
            o_Tx_Serial <= r_Tx_Data[r_Bit_Index];
            if (r_Clock_Count < CLKS_PER_BIT-1)
              begin
                r_Clock_Count <= r_Clock_Count + 1;
                r_SM_Main     <= s_TX_DATA_BITS;
              end
            else
              begin
                r_Clock_Count <= 0;
                if (r_Bit_Index < 7)
                  begin
                    r_Bit_Index <= r_Bit_Index + 1;
                    r_SM_Main   <= s_TX_DATA_BITS;
                  end
                else
                  begin
                    r_Bit_Index <= 0;
                    r_SM_Main   <= s_TX_STOP_BIT;
                  end
              end
          end  
        s_TX_STOP_BIT :
          begin
            o_Tx_Serial <= 1'b1;
            if (r_Clock_Count < CLKS_PER_BIT-1)
              begin
                r_Clock_Count <= r_Clock_Count + 1;
                r_SM_Main     <= s_TX_STOP_BIT;
              end
            else
              begin
                r_Tx_Done     <= 1'b1;
                r_Clock_Count <= 0;
                r_SM_Main     <= s_CLEANUP;
                r_Tx_Active   <= 1'b0;
              end
          end  
        s_CLEANUP :
          begin
            r_Tx_Done <= 1'b0;
            r_SM_Main <= s_IDLE;
          end
        default :
          r_SM_Main <= s_IDLE;
      endcase
    end
  assign o_Tx_Active = r_Tx_Active;
  assign o_Tx_Done   = r_Tx_Done;
  assign o_led[0] = r_SM_Main == s_IDLE;
  assign o_led[1] = r_SM_Main == s_TX_START_BIT;
  assign o_led[2] = r_SM_Main == s_TX_STOP_BIT;
  assign o_led[3] = r_SM_Main == s_CLEANUP;
endmodule
```
==> out/results.txt <==
Clock Tree Buf Depth - 3
Critical path class - reg2out
FF-to-FF setup slack - 20.55 ns
Mean Syn Cell Area - 20.3 um^2
Clock skew - 0.0278 ns
Worst r2r path cells - 9
Worst hold-check path type - reg2reg
Design Power - 0.00543 W
Finish-stage setup viols - 0
Crit path DRT - 20.72 ns
Violation count after the first detailed-route iteration - 2,263
Global-route wire length before repair - 238 mm
Number of global-route vias before repair - 35.5k
Seq/Total Area, Yosys - 76.4%
Critical path endpoint category - output pin
Period minus WS final - 7.77 ns
Max_cap viols - 0
Ys flops - 1,673
Initial antenna violation count - 2
Hold WS - 0.327 ns
Rows - 132
Area delta synth->final - 11.5%
Reg-to-reg critical path startpoint - dum_inst.i[0]$_DFFE_PP_
H-Tree Depth - 4
Setup TNS - 0 ns
YS chip area - 0.0657 mm^2
# DRC - 0
Arr. time, crit path - 2.59 ns
Largest net degree at the start of global routing - 151
Asr flop ratio synth - 0%
Critical path origin - dum_inst.state[1]$_DFFE_PP_
Ant diodes - 0
RSZ-0062 raised after global routing - no
Overall routing resource usage - 28.4%
Post-Syn Area - 0.0657 mm^2
Avg WL per Cell - 31.1 um
Root Buffer - clkbuf_16
Chip area - 0.133 mm^2
Core area - 0.130 mm^2
Netlist cell types - 65
Post-CTS setup buffers - 0
Gate Count Post-Synth - 3,230
Pin slew with the least headroom to its limit - 1.05 ns
Cycle use final - 30.0%
Main flop type - edfxtp_1
Final wirelength - 162 mm
Hold buffer count at CTS - 0
Status - finished clean
Die W - 364 um
Startpoint Class - register
Fillcell total - 9,349
Worst-path clk slew - 0.06 ns
Commonest Layout Cell - edfxtp_1
DR vias - 32.4k
R2R Path End - dum_inst.dout[0]$_DFFE_PP_
Fp_density - 50.5%
Routability congestion estimate - 0.910
IO Count - 15
CTS buffer count - 170
Share of layout cells above drive strength 1 - 21.1%
LEAKAGE - 24.0 nW
Port bufs - 14
PD cells - 74.1 mW/mm^2
Area after DPL - 0.0679 mm^2
Drt pass-1 iters - 6
Post-synth EDFFs - 1,665
Critical path endpoint - LED[6]
Worst VDD drop - 0.0000524 V
Log Warnings - 44
Vias per std cell - 6.21
GRT overflow - 0
Yosys warning tally - 3
CTS tree - built
ANT nets after route - 0
Max-slew violations - 0
Utilization after layout - 56.3%
Yosys stat cell total - 3,230
Fmax - 0.129 GHz
Die Height - 364 um
Most instantiated logic cells after routing - edfxtp_1, mux4_2, nor2_1, clkbuf_16, mux2i_1
Fin area - 0.0732 mm^2
Final hold viol count - 0
Worst-path maximum fanout - 9
Post-DP HPWL - 101 mm
Worst rel slew slack - 29.6%
CTS resizes - 0
Late-Pin Clk Latency - 0.80 ns
Clk sink count - 1,673
==> sequential cells by signal, indices dropped and copies added (netlist names) <==
name                   cells
dum_inst.data           1600
dum_inst.dout              8
dum_inst.i                 8
dum_inst.state             3
dum_inst.tx_en             1
rx_inst.r_Bit_Index        3
rx_inst.r_Clock_Count     10
rx_inst.r_Rx_Byte          8
rx_inst.r_Rx_DV            1
rx_inst.r_Rx_Data          1
rx_inst.r_Rx_Data_R        1
rx_inst.r_SM_Main          3
tx_inst.o_Tx_Serial        1
tx_inst.r_Bit_Index        3
tx_inst.r_Clock_Count     10
tx_inst.r_SM_Main          3
tx_inst.r_Tx_Data          8
tx_inst.r_Tx_Done          1
==> power breakdown <==
| group | internal [W] | switching (W) |
|---|---|---|
| clock | 0.00131 | 0.00100 |
| sequential | 0.00299 | 0.0000267 |
| combinational | 0.0000356 | 0.0000686 |
| total | 0.00433 | 0.00110 |
==> final cells by class <==
class | instances | area, um^2 | area share, %
Clock buffer | 217 | 4490 | 6.13
Clock inverter | 96 | 786 | 1.07
Inverter | 17 | 63.8 | 0.0872
Multi-Input combinational cell | 1348 | 14500 | 19.8
Sequential cell | 1673 | 50200 | 68.5
Tap cell | 1742 | 2180 | 2.98
Timing Repair Buffer | 122 | 1050 | 1.44
==> critical path: stages, from the launching register on <==
cell,delay (ns)
edfxtp_1,0.50
inv_1,0.20
nor3_2,0.18
buf_4,0.29
clkdlybuf4s50_1,0.62
==> how the worst min path moves through the flow <==
stage	start	to	slack (ns)	cells after the start
4_1_cts	rx_inst.r_Rx_Data_R$_DFF_P_	rx_inst.r_Rx_Data$_DFF_P_	0.33	0
5_1_grt	rx_inst.r_Rx_Data_R$_DFF_P_	rx_inst.r_Rx_Data$_DFF_P_	0.35	0
6_report	rx_inst.r_Rx_Data_R$_DFF_P_	rx_inst.r_Rx_Data$_DFF_P_	0.33	0
==> layer usage <==
| metal | track usage [%] | up-vias | part of all wire (%) |
|---|---|---|---|
| met2 | 39.2 | 2128 | 46 |
| met4 | 6.21 | 10 | 3.0 |
| met5 | 2.25 | - | 0.26 |
| met1 | 38.4 | 16400 | 33 |
| li1 | - | 13600 | - |
| met3 | 22.0 | 281 | 18 |
==> synth_stat cells, types with 13 or more instances <==
master | instances | area (um^2)
inv_1 | 17 | 63.8
a31oi_1 | 14 | 87.6
buf_4 | 26 | 195
nor2b_1 | 16 | 100
xor2_1 | 19 | 166
buf_2 | 33 | 165
a211oi_1 | 15 | 113
a22oi_1 | 29 | 218
o22ai_1 | 24 | 150
nand3_1 | 52 | 260
mux2_2 | 25 | 282
ha_1 | 14 | 175
nor2_1 | 262 | 983
buf_1 | 14 | 52.6
a221oi_1 | 19 | 166
clkbuf_1 | 102 | 383
nand2_1 | 77 | 289
o21ai_0 | 40 | 200
a22o_1 | 17 | 149
o221ai_1 | 37 | 324
buf_6 | 20 | 225
mux4_2 | 355 | 8000
mux2i_1 | 156 | 1560
a21oi_1 | 38 | 190
nor3_1 | 13 | 65.1
edfxtp_1 | 1665 | 50000
==> kinds of logic (layout without fill, tap and decap cells) <==
| group | after synthesis | after routing | synth area share (%) |
|---|---|---|---|
| AND/OR/NAND/NOR | 475 | 475 | 3.15 |
| multiplexers | 536 | 536 | 15.0 |
| XOR/XNOR | 27 | 27 | 0.360 |
| buffers and inverters | 213 | 452 | 1.67 |
| other | 1 | 5 | 0.00571 |
| flip-flops | 1673 | 1673 | 76.4 |
| AND-OR/OR-AND | 291 | 291 | 3.19 |
| adder cells (fa/ha/maj) | 14 | 14 | 0.267 |
==> stage by stage <==
| stage | worst slack [ns] | instances |
|---|---|---|
| finish | 18.13 | 5215 |
| global route | 18.03 | 5215 |
| CTS | 18.11 | 5215 |
| detailed placement | 18.99 | 4902 |
| global placement | 19.04 | 4902 |
| floorplan | 19.42 | 3234 |
Power figures rest on the tool's default switching activity, not on a simulated workload.
